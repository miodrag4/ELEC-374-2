<file path="flow/run.sh">
#!/bin/bash
# OpenROAD 26Q1-2900-gdf79404cd8, Yosys 0.63+post, stock flow scripts
make -C /OpenROAD-flow-scripts/flow DESIGN_CONFIG=/design/flow/config.mk WORK_HOME=/design/flow/orfs finish
</file>
<file path="flow/config.mk">
export PLATFORM = sky130hd
export DESIGN_NAME = REG_0
export DESIGN_NICKNAME = REG_0
export VERILOG_FILES = /design/flow/design.v
export SDC_FILE = /design/flow/constraint.sdc
export NUM_CORES = 4
export LEC_CHECK = 1
export CORE_AREA = 10 10 91 91
export DIE_AREA = 0 0 101 101
</file>
<file path="flow/design.v">
module REG_0(
	 input clock,
    input clear,
    input enable,
	 input wire BAout,
    input wire [31:0] D,
	 output wire[31:0] Dout
	 );
	 wire[31:0] Q;
	 REG_32 R0 (clock, clear, enable, D, Q);
	 assign Dout = (~BAout & Q);  
endmodule 
module REG_32(
    input clk,
    input clear,
    input enable,
    input wire [31:0] D,
    output reg[31:0] Q
);
    always @(posedge clk) begin
		if (clear) begin 
			Q<=0;
		end
		else if (enable) begin
			Q<=D;
		end	
	 end
endmodule
</file>
<file path="flow/constraint.sdc">
current_design REG_0

set clk_period 1.1
set clk_io_pct 0.2

create_clock -name clk0 -period $clk_period [get_ports {clock}]

set non_clock_inputs [all_inputs -no_clocks]
set_input_delay [expr $clk_period * $clk_io_pct] -clock clk0 $non_clock_inputs
set_output_delay [expr $clk_period * $clk_io_pct] -clock clk0 [all_outputs]
</file>
==> deck_impl_summary.md <==
Flow Results at a Glance

Run status
  – Status: completed

Setup path
  – Max stage delay on crit path: between 300 and 400 ps
  – Crit-path cells: dlygate4sd2_1
  – Startpoint Class: flip-flop
  – Data required time of the critical path: 880 ps
  – Kind of cell adding the most delay to the critical path: flip-flops
  – Crit Reg-Reg Startpoint: R0.Q[28]$_SDFFE_PP0P_
  – Crit path depth: 1
  – Worst path bufs/invs: 1
  – Worst R2R Path Depth: 3
  – Reg2reg end: R0.Q[28]$_SDFFE_PP0P_
  – CP Max Fanout: 2
  – Critical path class: reg2out
  – Critical Path Sink Type: output pin
  – R2r setup slk: 400 ps
  – Slowest cell on crit path: dfxtp_2
  – Crit path DAT: 840 ps

Worst hold path
  – Hold Path Cell Cnt: 4
  – Hold EP: R0.Q[20]$_SDFFE_PP0P_
  – HP Class: in2reg
  – Worst min-delay path startpoint: enable

Place
  – DP HPWL: between 2000 and 2500 um
  – Post-Place Worst Slack: -320 ps
  – PortBufs: 67
  – Gpl congestion: 0.701
  – Placed cells: 244

Final layout
  – Layout overhead on the synthesized area: 41.3%
  – Biggest register: R0.Q
  – Largest regs: R0.Q: 32 flops
  – Comb. cell area: 447 um^2
  – Final Non-Filler Cells: 250
  – Max FFs per register: 32
  – # fillers: around 660
  – Fin util: between 30% and 40%
  – Flop area: 681 um^2
  – Layout cells sized above 1: 24.9%

Final timing
  – WHS: ~460 ps
  – Min Tclk post-route: 1060 ps
  – Final clock skew: 0 ps
  – Worst Setup Slack, final: 44.3 ps
  – Unrepaired setup endpoints after global routing: no
  – Slew HR: 90.7%
  – Fin. Hold Viols: 0
  – Slew of the pin with the lowest slew margin: between 100 and 150 ps
  – Tcrit/Tclk final: approximately 96%
  – FMAX: roughly 950 MHz
  – Final Slew Violations: 0
  – Setup violations, final: 0

Flow run
  – MaxCap Viol Count: 0
  – Tool Warnings: 25

Routing
  – Routed WL: 3240 um
  – Routed via count: 951
  – Total iterations of the first detailed-routing run: 3
  – Post-route antenna net violation count: 0
  – Routed len/inst: 13.0 um
  – Vias per cell: about 3.8
  – # diodes: 0
  – DRC violations left: 0
  – Initial detailed-routing violation count: 36

Yosys
  – Post-synth cell types: 8
  – Top area cell types: dfxtp_1 46%, mux2i_1 23%, buf_4 17%, nor2_1 8.6%, buf_12 4.3%
  – EDFF count, synth: 0
  – Mean Syn Cell Area: just over 10 um^2
  – Yosys stat area: about 1400 um^2
  – Async set-reset flop share out of synthesis: 0%
  – Main flop type: dfxtp_1
  – Top cells by count: 32 x dfxtp_1, 32 x mux2i_1, 32 x nor2_1
  – Yosys Instances: 135
  – Largest area contributor in the netlist: dfxtp_1
  – Synth warnings: 1
  – Post-synth seq share: 45.7%
  – Synth Instances: about 140
  – Flops after synth: 32
  – Top-area cell share: a little under half
  – Synth Cell Area: 1400 um^2

GRT
  – Vias in the first global route: 991
  – Initial antenna violation count: 0
  – GRT Residual Overflow: 0
  – First-pass GRT wire length: 5070 um
  – Pin count of the biggest net entering global routing: 33
  – Tot GR Track Use: slightly above 6%

Die
  – Die Wd: 101 um
  – # rows: 29
  – Core area: 6350 um^2
  – IO Count: 68
  – Pre-Place Util: between 20 and 25%
  – Die y size: 101 um
  – Chip area: roughly 10000 um^2

CTS
  – Clock-pin slew on the worst setup and hold paths: 60 ps
  – Clock sinks: 32
  – CTS Buffer Depth: 2
  – CTS tree: built
  – Num CTS Buffers: 5
  – Worst-Skew Late Latency: 270 ps
  – CTS root buf: clkbuf_8
  – CTS H-Tree Depth: 2

Power
  – Tot Pwr: 2440 uW
  – Leakage: between 0.0009 and 0.001 uW
  – Power density over the cells: between 1000 and 1500 nW/um^2
  – VDD IR max: 0.402 mV
[per-layer routing]
metal / part of all wire [%] / up-vias / track usage, %
met4: 0.37 / 0 / 0.750
met1: 38 / 431 / 6.97
met3: 13 / 2 / 3.95
li1: - / 478 / -
met5: 0 / - / 0
met2: 48 / 40 / 9.83
[placed cells by master, fill, tap and decap left out, drive strengths merged]
master and n:
clkbuf 5, nor2b 1, buf 6, dlygate4sd2 31
nor2 32, clkdlybuf4s50 34, mux2i 32, dfxtp 32
[through the flow]
stage / instance area (um^2) / TNS [ps]
after floorplan: 1400 / 0
after global placement: 1910 / -980
after detailed placement: 1910 / -1270
after CTS: 1970 / 0
after global routing: 1980 / 0
final: 1980 / 0
[how the worst max path moves through the flow]
| stage | startpoint | endpoint | slack (ps) |
|---|---|---|---|
| 5_1_grt | R0.Q[15]$_SDFFE_PP0P_ | Dout[15] | 0.9 |
| 4_1_cts | R0.Q[28]$_SDFFE_PP0P_ | Dout[28] | 20 |
| 6_report | R0.Q[28]$_SDFFE_PP0P_ | Dout[28] | 40 |
[cell families (layout without fill, tap and decap cells)]
| logic type | Yosys count | in the layout | share of synthesized area, % |
|---|---|---|---|
| buffers and inverters | 38 | 76 | 22.5 |
| and+or+nand+nor | 33 | 33 | 9.01 |
| muxes | 32 | 32 | 22.8 |
| DFF | 32 | 32 | 45.7 |
[power by group]
group / internal (uW) / leakage [uW] / total [uW] / switching, uW
registers: 1240 / 0.000275 / 1270 / 28.1
logic: 258 / 0.000650 / 374 / 116
clock network: 407 / 0.0000359 / 796 / 388
total: 1910 / 0.000962 / 2440 / 532
[layout make-up]
class	instances	share of cell area, %
multi-input combinational	65	22.5
tap	77	4.86
timing repair buffer	71	34.8
clock buffer	5	3.47
sequential	32	34.3
[timing repair]
action                                 CTS  global route
gates resized                           65             1
endpoints found under the hold margin    0             0
hold buffers                             0             0
pin swaps                                0             0
setup buffers                            0             1
setup endpoints to repair               32             1
No activity file was given, so power comes from the tool's default toggle rates.
