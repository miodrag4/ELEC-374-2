### ./design.v
module SelectandEncode (
input wire [31:0]IRout,
input Gra, Grb, Grc, Rin, Rout, BAout,
output wire [31:0]Csign,
output wire[16:0]Decoderin,
output wire[16:0]Decoderout
);
reg [3:0] Decoderinput;
reg [3:0]Ra, Rb, Rc;
reg [15:0] Decoderoutput;
always @(IRout, Gra, Grb, Grc) begin   
	Ra = IRout[26:23]; Rb = IRout[22:19]; Rc = IRout[18:15];
	if (Gra) Decoderinput = Ra;
	else if (Grb) Decoderinput = Rb;
	else if (Grc) Decoderinput = Rc;
	case (Decoderinput)
		4'b0000: Decoderoutput = 16'b0000000000000001;         
		4'b0001: Decoderoutput = 16'b0000000000000010;         
		4'b0010: Decoderoutput = 16'b0000000000000100;         
		4'b0011: Decoderoutput = 16'b0000000000001000;         
		4'b0100: Decoderoutput = 16'b0000000000010000;         
		4'b0101: Decoderoutput = 16'b0000000000100000;         
		4'b0110: Decoderoutput = 16'b0000000001000000;         
		4'b0111: Decoderoutput = 16'b0000000010000000;         
		4'b1000: Decoderoutput = 16'b0000000100000000;         
		4'b1001: Decoderoutput = 16'b0000001000000000;         
		4'b1010: Decoderoutput = 16'b0000010000000000;         
		4'b1011: Decoderoutput = 16'b0000100000000000;         
		4'b1100: Decoderoutput = 16'b0001000000000000;         
		4'b1101: Decoderoutput = 16'b0010000000000000;         
		4'b1110: Decoderoutput = 16'b0100000000000000;         
		4'b1111: Decoderoutput = 16'b1000000000000000;
		endcase 
end 
assign Csign = {{13{IRout[18]}}, IRout[18:0]};
assign Decoderin = {16{Rin}};
assign Decoderout = {16{Rout | BAout}} & Decoderoutput;
endmodule
### ./run.sh
#!/bin/bash
# OpenROAD 26Q1-2900-gdf79404cd8, Yosys 0.63+post, stock flow scripts
make -C /OpenROAD-flow-scripts/flow DESIGN_CONFIG=/design/flow/config.mk WORK_HOME=/design/flow/orfs finish
### ./config.mk
export PLATFORM = sky130hd
export DESIGN_NAME = SelectandEncode
export DESIGN_NICKNAME = SelectandEncode
export VERILOG_FILES = /design/flow/design.v
export SDC_FILE = /design/flow/constraint.sdc
export NUM_CORES = 4
export LEC_CHECK = 1
export CORE_AREA = 10 10 70 70
export DIE_AREA = 0 0 80 80
### ./constraint.sdc
current_design SelectandEncode

set clk_period 2.0
set clk_io_pct 0.2

create_clock -name clk0 -period $clk_period

set non_clock_inputs [all_inputs -no_clocks]
set_input_delay [expr $clk_period * $clk_io_pct] -clock clk0 $non_clock_inputs
set_output_delay [expr $clk_period * $clk_io_pct] -clock clk0 [all_outputs]
==> results.cfg <==
; generated from flow reports
[outcome]
status = finished, violations left
failed_checks = setup timing

[min_path]
hp-class = primary input to primary output

[floorplan]
core_area_um2 = 3420
die_width_um = 80
initial_core_util_pct = 19.2
dieArea_um2 = 6400
row_count = 21
pin_count = 104
die_h_um = 80

[synth]
ys_cells = 86
netlist.area_leader.share_pct = 58.4
top_cell = buf_4
synth_area_um2 = 656
yosysTopAreaCell = buf_4
ys_area_um2 = 656
synthTopCellsByArea = buf_4 (58%), nor4_1 (15%), mux2i_1 (4.6%)
ys_seq_share_pct = 0
common_cells = buf_4 (51), nor4_1 (16), mux2i_1 (3), nand2_1 (3)
ys_types = 15
avgSynthCellArea_um2 = 7.62
yosys_warnings = 1
synthCells = 86

[pwr]
pwr_density_cell_nw_per_um2 = 242
peakVddDrop_mv = 0.0893
cellLeakagePower_uw = 0.000489

[global_routing]
grt_start_max_net_pins = 17
grt_pass1_wl_um = 3450
track_usage_pct = 6.52
grt_pass1_vias = 642
overflow = 0
antenna_found_initial = 0

[placement]
dpl_cell_area_um2 = 882
numPortBuffers = 49
dp_hpwl_um = 1690
numPlacedInstances = 137
gp_congestion = 0.728

[critical_path]
cpMostUsedCell = buf_6
critPathMaxStageDelay_ns = 0.30
cp.depth = 8
crit_type = primary input to primary output
cp.arrival_ns = 1.68
cp-end-kind = primary output
crit_path_cell_trace = buf_12, buf_6, mux2_4, buf_6, a21o_4, buf_6, nor4_2, buf_2
critical-path-top-delay-family = buffers and inverters
critical_path.endpoint = Decoderout[8]
critical_path.slowest_cell = mux2_4
crit_buf_inv = 5
critPathLaunch = Grb
cp_max_fo = 6
timing.critical_path.from_type = primary input
cp.required_ns = 1.60

[final_timing]
whs_ns = 0.800
fin_crit_ns = 2.08
rsz0062_at_grt = yes
period_used_pct = 104
worst_slack_ns = -0.0849
setup_viol = 16
maxClockFrequency_mhz = 480
finalHoldViolations = 0
slew_viol_final = 0

[cells_and_area]
ff_latch_area_um2 = 0
final_area_um2 = 1220
drive_gt1_share_pct = 64.8
nFillCells = 342
clkbuf_count = 0
seq_cell_count = 0
area_growth_pct = 85.7
fin_cells = 154

[flow_run]
warnings = 40
drv_cap = 0

[route]
diodes = 0
drt_iter0_drc = 8
routed_wl_um = 2400
dr.pass1.iters = 4
vias = 629
ant_nets = 0
drc_errors = 0
avgRoutedWirePerCell_um = 15.6
via_per_inst = 4.08
==> kinds of logic after synthesis <==
group | count (synthesis) | synth area share [%]
buf+inv | 52 | 59.0
simple gates | 20 | 17.9
compound gates | 9 | 15.7
mux | 4 | 6.87
other cells | 1 | 0.572
==> worst min-delay path by stage <==
stage / cells past startpoint / slack [ns] / endpoint / start
after global routing: 0 / 0.80 / Csign[7] / IRout[7]
final: 0 / 0.80 / Csign[10] / IRout[10]
after CTS: 0 / 0.80 / Csign[2] / IRout[2]
==> layer usage <==
metal,track usage (%),share of wire (%)
met5,0,0
met2,10.2,44
met1,8.19,41
met4,1.23,0.33
met3,2.73,14
==> through the flow <==
stage                     setup TNS [ns]  util [%]  setup WS (ns)  power (uW)
after floorplan                        0         -          0.570         121
after global placement            -11.82      25.8         -0.790         183
after detailed placement          -12.31      25.8         -0.820         184
after CTS                         -0.691      33.0         -0.100         262
after global routing               -1.57      35.6         -0.142         314
final                             -0.704      35.6        -0.0849         295
==> report_power, final <==
group          internal, uW  switching [uW]  total [uW]
Combinational           170             125         295
Clock                     0               0           0
Sequential                0               0           0
==> area by class of cell <==
type               count  area [um^2]  share of cell area, %
repair buffers        72          666                   54.7
multi-input cells     35          490                   40.3
well taps             46         57.6                   4.73
inverters              1         3.75                  0.308
==> what timing repair did <==
action,4_1_cts,5_1_grt
gates resized,115,9
hold buffers,0,0
setup endpoints to repair,16,16
gates cloned,1,0
pin swaps,17,7
buffers inserted,12,5
==> layout by cell type, fill, tap and decap left out, types with 2 or more instances in the layout <==
cell              n
clkdlybuf4s50_1  20
buf_2            17
buf_6            14
nor4_2           11
dlygate4sd2_1    10
buf_4             7
nor4_4            4
mux2i_4           3
o21a_4            3
o21ai_4           3
nand2_1           2
conb_1            2
buf_12            2
Power and IR drop assume default switching activity.
